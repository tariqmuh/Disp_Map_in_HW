**run.sh**
```bash
#!/bin/bash
# OpenROAD 26Q1-2900-gdf79404cd8, Yosys 0.63+post, stock flow scripts
make -C /OpenROAD-flow-scripts/flow DESIGN_CONFIG=/design/flow/config.mk WORK_HOME=/design/flow/orfs finish
```
**config.mk**
```make
export PLATFORM = sky130hd
export DESIGN_NAME = Disp_Map_Calc
export DESIGN_NICKNAME = Disp_Map_Calc
export VERILOG_FILES = /design/flow/design.v
export SDC_FILE = /design/flow/constraint.sdc
export NUM_CORES = 4
export LEC_CHECK = 1
export CORE_UTILIZATION = 30
```
**constraint.sdc**
```tcl
current_design Disp_Map_Calc

set clk_period 6.8
set clk_io_pct 0.2

create_clock -name clk0 -period $clk_period [get_ports {clk}]

set non_clock_inputs [all_inputs -no_clocks]
set_input_delay [expr $clk_period * $clk_io_pct] -clock clk0 $non_clock_inputs
set_output_delay [expr $clk_period * $clk_io_pct] -clock clk0 [all_outputs]
```
**design.v**
```verilog
`timescale 1ns / 1ps
module Disp_Map_Calc
#(
parameter NUM_OF_ROWS_IN_BRAM = 8,
parameter NUM_OF_WIN = 64,
parameter VRES = 480,
parameter HRES = 640,
parameter BRAM_DATA_WIDTH = 16,
parameter BRAM_ADDR_WIDTH = 13,
parameter BRAM_WE_WIDTH = 1,
parameter window = 7
)
(
input reset,
input clk,
output reg en_search,
output reg [BRAM_WE_WIDTH - 1 : 0] we_search,
output [BRAM_ADDR_WIDTH - 1 : 0] addr_search,
input [BRAM_DATA_WIDTH - 1 : 0] dout_search,
output reg en_ref,
output reg [BRAM_WE_WIDTH - 1 : 0] we_ref,
output reg [BRAM_ADDR_WIDTH - 1: 0] addr_ref,
input [BRAM_DATA_WIDTH - 1 : 0] dout_ref,
input go,
input busy_ref,
input busy_search,
output reg finished_row,
output [31 : 0] din_fifo,
output reg wr_en_fifo
    );
parameter IDLE  = 3'b000, START = 3'b001, COMP = 3'b010, DONE = 3'b011, NEXT = 3'b100, BUSY = 3'b101;
parameter TOTAL_NUM_PIXELS = (VRES - 6) * (HRES - 6);  
parameter TOTAL_NUM_ROWS = VRES - 6;
parameter TOTAL_NUM_COLS = HRES - 6;
parameter window_half = window/2;
reg [2:0] curr_state;
reg [2:0] next_state;
reg [2:0] saved_state;
reg [BRAM_ADDR_WIDTH - 1 : 0] start_addr;
reg [11 : 0] comp_p_row;
reg [11 : 0] comp_p_col;
reg [5 : 0] counter;  
reg [5 : 0] address_counter;  
reg [6 : 0] address_win_count;  
reg [5 : 0] win_row_index;  
reg [5 : 0] win_col_index;  
reg [6 : 0] win_count;  
reg [11 : 0] window_sum;
reg [11 : 0] lowest_disp;
reg [5 : 0] lowest_disp_index;
reg [31 : 0] grayscale_pixels;
reg grayscale_fifo_wr_sel;
wire [5 : 0] pixels_in_window;
assign pixels_in_window = window * window;
wire busy;
assign busy = busy_ref | busy_search;
always @(*)
begin : FSM
	case (curr_state)
		IDLE:
			if (go == 1'b1) begin
				if(~busy)
					next_state = START;
				else
					next_state = BUSY;
				saved_state = curr_state;
			end
			else begin
				next_state = IDLE;
			end
		NEXT: begin
			if(~busy)
				next_state = START;
			else
				next_state = BUSY;
			saved_state = curr_state;
		end
		START:
			if (~busy) begin
				next_state = COMP;
			end
			else begin
				next_state = BUSY;
				saved_state = COMP;
			end
		COMP:
			if(~busy) begin
				if (win_count == (NUM_OF_WIN))
					next_state = DONE;
				else
					next_state = COMP;
			end
			else begin
				next_state = BUSY;
				if (win_count == (NUM_OF_WIN))
					saved_state = DONE;
				else
					saved_state  = COMP;
			end
		DONE:
			if (~busy) begin
				next_state = NEXT;
			end
			else begin
				next_state = BUSY;
				saved_state = NEXT;
			end
		BUSY:
			if (busy)
				next_state = BUSY;
			else
				next_state = saved_state;
		default: begin
			next_state 	= IDLE;
			saved_state = IDLE;
		end
	endcase
end
always @(posedge clk)
begin
	if (reset) begin
		start_addr 					<= 0;
		curr_state 					<= IDLE;
		counter 						<= 0;
		comp_p_row 					<= window_half;
		comp_p_col 					<= window_half + (NUM_OF_WIN-1);  
		win_row_index 				<= 0;
		win_col_index 				<= 0; 
		win_count 					<= 0; 
		window_sum 					<= 0;
		lowest_disp 				<= 12'hFFF;  
		lowest_disp_index			<= 63;		 
		we_search 					<= 0;
		en_search 					<= 0;
		grayscale_fifo_wr_sel	<= (window_half + (NUM_OF_WIN-1)) % 2;
		address_counter			<= 1;
		address_win_count			<= 0;
		grayscale_pixels			<= 0;
		en_ref						<= 0;
		we_ref						<= 0;
		addr_ref						<= 0;
	end
	else begin
		curr_state <= #2 next_state;
		finished_row 				<= 0;
		en_search 					<= #2 0;
		start_addr 					<= start_addr;
		counter 						<= counter;
		comp_p_row 					<= comp_p_row;
		comp_p_col 					<= comp_p_col;
		win_row_index 				<= win_row_index;
		win_col_index 				<= win_col_index; 
		win_count 					<= win_count; 
		window_sum 					<= window_sum;
		lowest_disp 				<= lowest_disp;
		lowest_disp_index			<= lowest_disp_index;
		grayscale_fifo_wr_sel	<= grayscale_fifo_wr_sel;
		wr_en_fifo					<= 0;
		address_win_count			<= address_win_count;
		address_counter			<= address_counter;
		grayscale_pixels			<= grayscale_pixels;
		en_ref						<= #2 0;
		we_ref						<= #2 0;
		addr_ref						<= addr_ref;
		case (curr_state)
			IDLE: begin 
				start_addr <= #2 ((comp_p_row - (window_half - win_row_index)) % NUM_OF_ROWS_IN_BRAM) * HRES + (comp_p_col - address_win_count - (window_half - win_col_index));
				addr_ref <= #2 ((comp_p_row - (window_half - win_row_index)) % NUM_OF_ROWS_IN_BRAM) * HRES + (comp_p_col - (window_half - win_col_index));
				if (go) begin
					en_search <= #2 1;
					en_ref <= #2 1;
					win_col_index <= #2 win_col_index + 1'b1;
					address_counter <= #2 address_counter + 1'b1;
				end
			end
			NEXT: begin
				start_addr <= #2 ((comp_p_row - (window_half - win_row_index)) % NUM_OF_ROWS_IN_BRAM) * HRES + (comp_p_col - address_win_count - (window_half - win_col_index));
				addr_ref <= #2 ((comp_p_row - (window_half - win_row_index)) % NUM_OF_ROWS_IN_BRAM) * HRES + (comp_p_col - (window_half - win_col_index));
				en_search <= #2 1;
				en_ref <= #2 1;
				win_col_index <= #2 win_col_index + 1'b1;
				address_counter <= #2 address_counter + 1'b1;
			end
			START: begin
				start_addr <= #2 ((comp_p_row - (window_half - win_row_index)) % NUM_OF_ROWS_IN_BRAM) * HRES + (comp_p_col - address_win_count - (window_half - win_col_index));
				addr_ref <= #2 ((comp_p_row - (window_half - win_row_index)) % NUM_OF_ROWS_IN_BRAM) * HRES + (comp_p_col - (window_half - win_col_index));
				address_counter <= #2 address_counter + 1'b1;
				en_search <= #2 1;
				en_ref <= #2 1;
				win_col_index <= #2 win_col_index + 1'b1;
			end
			COMP: begin
				if (address_win_count == NUM_OF_WIN) begin
					en_search <= #2 0;
					en_ref <= #2 0;
				end
				else begin
					en_search <= #2 1;
					en_ref <= #2 1;
				end
				start_addr <= #2 ((comp_p_row - (window_half - win_row_index)) % NUM_OF_ROWS_IN_BRAM) * HRES + (comp_p_col - address_win_count - (window_half - win_col_index));
				addr_ref <= #2 ((comp_p_row - (window_half - win_row_index)) % NUM_OF_ROWS_IN_BRAM) * HRES + (comp_p_col - (window_half - win_col_index));
				if (address_counter == pixels_in_window) begin
					win_col_index <= #2 0;
					win_row_index <= #2 0;
					address_win_count <= #2 address_win_count + 1'b1;
					address_counter <= #2 1;
				end
				else begin
					if (win_col_index < (window - 1) )
						win_col_index <= #2 win_col_index + 1'b1;
					else begin
						win_col_index <= #2 0;					
						win_row_index <= #2 win_row_index + 1'b1;
					end
					address_counter <= #2 address_counter + 1'b1;
				end
				if (counter == pixels_in_window) begin
					if (dout_search [11 : 0] > dout_ref [11 : 0])
						window_sum <= #2 (dout_search [11 : 0] - dout_ref [11 : 0]);
					else
						window_sum <= #2 (dout_ref [11 : 0] - dout_search [11 : 0]);
				end
				else begin
					if (dout_search [11 : 0] > dout_ref [11 : 0])
						window_sum <= #2 window_sum + (dout_search [11 : 0] - dout_ref [11 : 0]);
					else
						window_sum <= #2 window_sum + (dout_ref [11 : 0] - dout_search [11 : 0]);
				end
				if (counter == pixels_in_window) 
					counter <= #2 1;
				else
					counter <= #2 counter + 1'b1;
				if (counter == pixels_in_window) begin
					win_count <= #2 win_count + 1'b1;
					if (lowest_disp > window_sum) begin
						lowest_disp <= #2 window_sum;
						lowest_disp_index <= #2 win_count [5:0] ;
					end
				end
			end
			DONE: begin
				if (~grayscale_fifo_wr_sel) begin
					grayscale_pixels [15:11] <= #2 lowest_disp_index [5:1];
					grayscale_pixels [10:5] <= #2 lowest_disp_index;
					grayscale_pixels [4:0] <= #2 lowest_disp_index [5:1];
				end
				else begin
					grayscale_pixels [31:27] <= #2 lowest_disp_index [5:1];
					grayscale_pixels [26:21] <= #2 lowest_disp_index;
					grayscale_pixels [20:16] <= #2 lowest_disp_index [5:1];
				end
				window_sum 				<= #2 0;
				counter 					<= #2 0;
				win_count 				<= #2 0;
				lowest_disp 			<= #2 'hFFF;
				lowest_disp_index 	<= #2 63;
				address_counter		<= 1;
				address_win_count		<= 0;
				win_row_index 			<= 0;
				win_col_index 			<= 0;
				if (comp_p_col == (HRES - 1 - window_half)) begin
					comp_p_col <= #2 window_half + (NUM_OF_WIN-1);
					if (comp_p_row == (VRES - 1 - window_half)) begin
						comp_p_row <= #2 window_half;
					end
					else begin
						comp_p_row <= #2 comp_p_row + 1'b1;	
					end
					wr_en_fifo <= #2 1;
					finished_row <= #2 1;
					grayscale_fifo_wr_sel	<= #2 (window_half + (NUM_OF_WIN-1)) % 2;
				end
				else begin
					comp_p_col <= #2 comp_p_col + 1'b1;
					wr_en_fifo <= #2 grayscale_fifo_wr_sel;
					grayscale_fifo_wr_sel <= #2 ~grayscale_fifo_wr_sel;
				end
			end
			BUSY: begin
			end
			default: curr_state <= IDLE;
		endcase
	end
end 
assign addr_search = start_addr;
assign din_fifo = grayscale_pixels;
endmodule
```
==> results.ini <==
[run_status]
outcome=completed

[synthesis]
synthDominantAreaCellType=sky130_fd_sc_hd__dfxtp_1
synth-main-ff-cell=sky130_fd_sc_hd__dfxtp_1
synth.avg_cell_area_um2=8.10
ys_cells=1144
yosys-top-cells-count=132 x sky130_fd_sc_hd__dfxtp_1, 125 x sky130_fd_sc_hd__inv_1, 123 x sky130_fd_sc_hd__nor2_1
numSynthFlops=137
synthesis.yosys.warnings=1
post_synthesis_cell_type_count=63
netlist_top_cells_area=sky130_fd_sc_hd__dfxtp_1 29%, sky130_fd_sc_hd__ha_1 14%, sky130_fd_sc_hd__a21oi_1 5.4%, sky130_fd_sc_hd__inv_1 5.1%, sky130_fd_sc_hd__nor2_1 5.0%
yosys-stat-area_um2=9270
synthCells=1144
asyncSetResetFlopFracSynth=0
edf_count=2
yosys.area.top_type_share=0.285
synthesis.area_um2=9270
top_cell=sky130_fd_sc_hd__dfxtp_1

[critical_path]
path_cells=clkdlybuf4s50_1, inv_1, ha_1, inv_1, fa_1, a211oi_2, o21ai_2, a41oi_2, a21oi_4, mux2_2, ha_1, a21o_1, a311oi_1, o21ai_1, a21o_1, a211oi_1, o21bai_1, a21oi_1, mux4_2, o21a_1
critPathLaunchType=input port
setup.worst_path.class=input port to flop
worst_ep_arrival_time_ps=6270
timing.critical_path.to_type=flop
cp_data_required_time_ps=7110
crit_fanout=17
timing.critical_path.buf_inv=3
kind_of_cell_adding_the_most_delay_to_the_critical_path=AND-OR/OR-AND gates
r2r_slack_ps=2750
timing.reg2reg.worst_path_depth=16
crit_cells=20
critical_path.max_stage_delay_ps=520
timing.critical_path.slowest_stage_cell=sky130_fd_sc_hd__mux4_2

[final_timing]
unrepaired_setup_endpoints_after_global_routing=false
setup_viol_count_final=0
worst_relative_slew_slack=0.494
slew_viol_final=0
final_period_minus_worst_setup_slack_ps=5960
postLayoutSetupSlackWorst_ps=840
achievable-frequency_ghz=0.168
final_min_period_over_clock_period=0.876
hold_ws_ps=449
clock_skew_ps=7.47
untimed_endpoints=3
timing_worst_slew_pin_value_ps=756
unclocked_regs=3
setup_tns_ps=0
finalHoldViolCount=0

[route]
viasPerCell=4.74
first_iter_violations=371
drt_drc_violations_left=0
ant_nets=0
vias=7614
detail_route.wl_per_cell_um=12.3
postRouteWirelength_mm=19.7
diodes_inserted=0
count_of_tritonroute_iterations_in_the_first_routing_pass=5

[finish]
num-fill-cells=2968
areaGrowthSynthToFinish_pct=19.2
final_layout_size_suffix_gt1_frac=0.0469
finish.cell_count_without_fillers=1605
layout.core_utilization=0.368

[place]
buffer_ports.inserted=90
place_congestion=0.852
detailed_place_hpwl_mm=14.8
place_inst=1574
detailedPlace.worstSlack_ps=409

[global_route]
grt_pass1_vias=6892
grt_pass1_wl_mm=33.4
pin_count_of_the_biggest_net_entering_global_routing=53
globalRouteTotalUtil=0.131
global_route.overflow_total=0
grt_antenna_before_repair=0

[clock_network]
cts.clk_slew.worst_paths_ps=60
root_buffer=sky130_fd_sc_hd__clkbuf_16
cts_stage_hold_buffer_count=0
post_cts.resized_instances=0
insertion_delay_ps=410
cts_tree=done
numCtsBuffers=17
htreeDepth=4
clock_tree.buffer_depth=2
cts_setup_buffers=0

[hold_path]
holdCritPathClass=flop to flop
holdPathStages=2

[power]
power.switching_fraction=0.274
power.sequential.fraction=0.369
internal-power_mw=1.74
share_clk_of_total_power=0.398
leakage_nw=4.51
comb_pwr_share=0.234
power_per_cell_area_nw_per_um2=217
netSwitchingPower_mw=0.657
vdd_drop_max_mv=0.167

[die]
floorplanUtilization=0.309
io_pins=101
count_of_standard_cell_rows=63
die_height_um=178
die-area_um2=31600
die_width_um=178
core_um2=30000

[flow_run]
max_cap_viol_count=0
log_warnings=52

sequential cells by signal, indices dropped and copies added (netlist names), 3 cells and up:
| name | count |
|---|---|
| win_col_index | 6 |
| comp_p_row | 12 |
| window_sum | 12 |
| address_win_count | 7 |
| lowest_disp | 12 |
| counter | 6 |
| win_row_index | 3 |
| start_addr | 13 |
| win_count | 7 |
| saved_state | 3 |
| comp_p_col | 12 |
| addr_ref | 13 |
| grayscale_pixels | 12 |
| address_counter | 6 |
| curr_state | 3 |
| lowest_disp_index | 6 |
per-stage QoR:
stage | total power, mW | instance area [um^2]
after detailed placement | 1.46 | 10400
final | 2.39 | 11100
after floorplan | 1.27 | 9280
after CTS | 2.43 | 11100
after global routing | 2.54 | 11100
after global placement | 1.46 | 10400
final timing paths:
kind | end | start
worst min register to register | start_addr[0] | start_addr[0]
worst min-delay path | start_addr[0] | start_addr[0]
worst max-delay path | window_sum[11] | dout_search[0]
worst max register to register | start_addr[12] | comp_p_row[1]
layout make-up:
| type | count | area (um^2) | share of cell area |
|---|---|---|---|
| tap | 390 | 488 | 0.0441 |
| sequential | 137 | 2750 | 0.249 |
| inverter | 127 | 477 | 0.0431 |
| multi-input combinational | 819 | 5750 | 0.520 |
| clock inverter | 12 | 148 | 0.0134 |
| clock buffer | 19 | 464 | 0.0420 |
| timing repair buffer | 101 | 978 | 0.0885 |
power groups by stage:
stage                 registers (mW)  logic, mW  clock network, mW
final                          0.882      0.559              0.952
after CTS                      0.883      0.565              0.979
after global routing           0.890      0.636               1.01
layer usage:
layer / vias up / GRT usage / part of all wire
met2: 153 / 0.210 / 0.45
li1: 3992 / - / -
met1: 3455 / 0.195 / 0.51
met3: 14 / 0.0185 / 0.040
met4: 0 / 0.0118 / 0.0092
met5: - / 0 / 0
worst reg2reg max path, cell delays in order, from the launching register on:
cell and delay, ps:
sky130_fd_sc_hd__dfxtp_1 460, sky130_fd_sc_hd__ha_1 280, sky130_fd_sc_hd__ha_1 200, sky130_fd_sc_hd__xor2_1 160
sky130_fd_sc_hd__xor2_1 380, sky130_fd_sc_hd__ha_1 300, sky130_fd_sc_hd__inv_1 100, sky130_fd_sc_hd__ha_1 230
sky130_fd_sc_hd__inv_1 70, sky130_fd_sc_hd__fa_1 430, sky130_fd_sc_hd__ha_1 360, sky130_fd_sc_hd__a21oi_1 140
sky130_fd_sc_hd__o21ai_0 140, sky130_fd_sc_hd__a21o_1 210, sky130_fd_sc_hd__a21oi_1 180, sky130_fd_sc_hd__xnor2_1 90
sky130_fd_sc_hd__a211oi_1 230
cell usage in the layout, fill, tap and decap left out, drive strengths merged, types with 18 or more instances in the layout:
| master | Yosys | layout |
|---|---|---|
| a211oi | 18 | 18 |
| a21oi | 102 | 102 |
| clkbuf | 38 | 19 |
| clkdlybuf4s50 | 0 | 89 |
| dfxtp | 132 | 132 |
| fa | 23 | 23 |
| ha | 107 | 107 |
| inv | 127 | 129 |
| nand2 | 105 | 105 |
| nand3 | 21 | 21 |
| nand4 | 21 | 21 |
| nor2 | 123 | 123 |
| nor3 | 35 | 35 |
| o21ai | 53 | 53 |
| xnor2 | 52 | 52 |
| xor2 | 26 | 26 |
kinds of logic after synthesis:
logic type	synth area share
other	0.000404
and+or+nand+nor	0.175
latches	0.00486
AOI/OAI and AO/OA	0.164
muxes	0.0101
DFF	0.291
xor gates and xnor gates	0.0737
buffers and inverters	0.0860
adders and majority gates	0.194
Power is estimated from default activity; no workload was simulated.
